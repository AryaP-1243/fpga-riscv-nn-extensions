==> design/flow/design.v <==
module custom_isa_extensions (
    input wire clk,
    input wire resetn,
    input wire is_custom_instruction,
    input wire is_vconv_instruction,
    input wire is_relu_instruction,
    input wire is_madd_instruction,
    input wire is_gemm_instruction,
    input wire [31:0] rs1_data,
    input wire [31:0] rs2_data,
    input wire [31:0] rs3_data,
    input wire instruction_valid,
    output reg instruction_ready,
    output reg [31:0] result_data,
    input wire [31:0] mem_addr,
    input wire [31:0] mem_wdata,
    output reg [31:0] mem_rdata,
    input wire [3:0] mem_wstrb,
    input wire mem_valid,
    output reg mem_ready,
    input wire mem_we
);
    typedef enum logic [2:0] {
        IDLE,
        DECODE,
        EXECUTE_VCONV,
        EXECUTE_RELU,
        EXECUTE_MADD,
        EXECUTE_GEMM,
        COMPLETE
    } state_t;
    state_t current_state, next_state;
    reg [7:0] execution_counter;
    reg [31:0] temp_result;
    reg [15:0] vconv_accumulator [0:7];
    reg [3:0] vconv_index;
    reg [31:0] relu_input;
    reg [63:0] madd_product;
    reg [15:0] gemm_accumulator [0:15];
    reg [3:0] gemm_row, gemm_col;
    always @(posedge clk) begin
        if (!resetn) begin
            current_state <= IDLE;
        end else begin
            current_state <= next_state;
        end
    end
    always @(*) begin
        next_state = current_state;
        case (current_state)
            IDLE: begin
                if (instruction_valid && is_custom_instruction) begin
                    next_state = DECODE;
                end
            end
            DECODE: begin
                if (is_vconv_instruction) begin
                    next_state = EXECUTE_VCONV;
                end else if (is_relu_instruction) begin
                    next_state = EXECUTE_RELU;
                end else if (is_madd_instruction) begin
                    next_state = EXECUTE_MADD;
                end else if (is_gemm_instruction) begin
                    next_state = EXECUTE_GEMM;
                end else begin
                    next_state = IDLE;
                end
            end
            EXECUTE_VCONV: begin
                if (execution_counter >= 8'd15) begin  
                    next_state = COMPLETE;
                end
            end
            EXECUTE_RELU: begin
                if (execution_counter >= 8'd3) begin  
                    next_state = COMPLETE;
                end
            end
            EXECUTE_MADD: begin
                if (execution_counter >= 8'd7) begin  
                    next_state = COMPLETE;
                end
            end
            EXECUTE_GEMM: begin
                if (execution_counter >= 8'd31) begin  
                    next_state = COMPLETE;
                end
            end
            COMPLETE: begin
                next_state = IDLE;
            end
            default: begin
                next_state = IDLE;
            end
        endcase
    end
    always @(posedge clk) begin
        if (!resetn) begin
            instruction_ready <= 1'b0;
            result_data <= 32'h0;
            execution_counter <= 8'h0;
            temp_result <= 32'h0;
            mem_ready <= 1'b1;
            mem_rdata <= 32'h0;
            for (int i = 0; i < 8; i++) begin
                vconv_accumulator[i] <= 16'h0;
            end
            for (int i = 0; i < 16; i++) begin
                gemm_accumulator[i] <= 16'h0;
            end
            vconv_index <= 4'h0;
            gemm_row <= 4'h0;
            gemm_col <= 4'h0;
        end else begin
            case (current_state)
                IDLE: begin
                    instruction_ready <= 1'b1;
                    execution_counter <= 8'h0;
                    result_data <= 32'h0;
                end
                DECODE: begin
                    instruction_ready <= 1'b0;
                    execution_counter <= 8'h0;
                end
                EXECUTE_VCONV: begin
                    execution_counter <= execution_counter + 1;
                    if (execution_counter < 8) begin
                        vconv_accumulator[vconv_index] <= vconv_accumulator[vconv_index] + 
                                                         rs1_data[15:0] * rs2_data[15:0];
                        vconv_index <= vconv_index + 1;
                    end else begin
                        temp_result <= temp_result + {16'h0, vconv_accumulator[execution_counter - 8]};
                    end
                    if (execution_counter == 8'd15) begin
                        result_data <= temp_result;
                    end
                end
                EXECUTE_RELU: begin
                    execution_counter <= execution_counter + 1;
                    case (execution_counter)
                        8'd0: begin
                            relu_input <= rs1_data;
                        end
                        8'd1: begin
                            if (relu_input[31] == 1'b1) begin
                                temp_result <= 32'h0;  
                            end else begin
                                temp_result <= relu_input;  
                            end
                        end
                        8'd2: begin
                            result_data <= temp_result;
                        end
                        8'd3: begin
                            result_data <= temp_result;
                        end
                    endcase
                end
                EXECUTE_MADD: begin
                    execution_counter <= execution_counter + 1;
                    case (execution_counter)
                        8'd0: begin
                            madd_product <= rs1_data * rs2_data;
                        end
                        8'd1, 8'd2, 8'd3: begin
                            madd_product <= madd_product;
                        end
                        8'd4: begin
                            temp_result <= madd_product[31:0] + rs3_data;
                        end
                        8'd5, 8'd6: begin
                            temp_result <= temp_result;
                        end
                        8'd7: begin
                            result_data <= temp_result;
                        end
                    endcase
                end
                EXECUTE_GEMM: begin
                    execution_counter <= execution_counter + 1;
                    if (execution_counter < 16) begin
                        gemm_accumulator[gemm_row * 4 + gemm_col] <= 
                            gemm_accumulator[gemm_row * 4 + gemm_col] + 
                            rs1_data[15:0] * rs2_data[15:0];
                        if (gemm_col == 3) begin
                            gemm_col <= 0;
                            if (gemm_row == 3) begin
                                gemm_row <= 0;
                            end else begin
                                gemm_row <= gemm_row + 1;
                            end
                        end else begin
                            gemm_col <= gemm_col + 1;
                        end
                    end else begin
                        temp_result <= temp_result + {16'h0, gemm_accumulator[execution_counter - 16]};
                        if (execution_counter == 8'd31) begin
                            result_data <= temp_result;
                        end
                    end
                end
                COMPLETE: begin
                    instruction_ready <= 1'b1;
                end
                default: begin
                    instruction_ready <= 1'b0;
                    result_data <= 32'h0;
                end
            endcase
        end
    end
    always @(posedge clk) begin
        if (!resetn) begin
            mem_ready <= 1'b1;
            mem_rdata <= 32'h0;
        end else begin
            if (mem_valid) begin
                if (mem_we) begin
                    mem_ready <= 1'b1;
                end else begin
                    mem_rdata <= {mem_addr[7:0], mem_addr[15:8], mem_addr[23:16], mem_addr[31:24]};
                    mem_ready <= 1'b1;
                end
            end else begin
                mem_ready <= 1'b1;
            end
        end
    end
endmodule
module custom_isa_performance_monitor (
    input wire clk,
    input wire resetn,
    input wire vconv_executed,
    input wire relu_executed,
    input wire madd_executed,
    input wire gemm_executed,
    output reg [31:0] vconv_count,
    output reg [31:0] relu_count,
    output reg [31:0] madd_count,
    output reg [31:0] gemm_count,
    output reg [31:0] total_custom_instructions,
    output reg [63:0] total_cycles,
    output reg [63:0] custom_instruction_cycles
);
    always @(posedge clk) begin
        if (!resetn) begin
            vconv_count <= 32'h0;
            relu_count <= 32'h0;
            madd_count <= 32'h0;
            gemm_count <= 32'h0;
            total_custom_instructions <= 32'h0;
            total_cycles <= 64'h0;
            custom_instruction_cycles <= 64'h0;
        end else begin
            total_cycles <= total_cycles + 1;
            if (vconv_executed) begin
                vconv_count <= vconv_count + 1;
                total_custom_instructions <= total_custom_instructions + 1;
                custom_instruction_cycles <= custom_instruction_cycles + 16;  
            end
            if (relu_executed) begin
                relu_count <= relu_count + 1;
                total_custom_instructions <= total_custom_instructions + 1;
                custom_instruction_cycles <= custom_instruction_cycles + 4;  
            end
            if (madd_executed) begin
                madd_count <= madd_count + 1;
                total_custom_instructions <= total_custom_instructions + 1;
                custom_instruction_cycles <= custom_instruction_cycles + 8;  
            end
            if (gemm_executed) begin
                gemm_count <= gemm_count + 1;
                total_custom_instructions <= total_custom_instructions + 1;
                custom_instruction_cycles <= custom_instruction_cycles + 32;  
            end
        end
    end
endmodule
==> design/flow/run.sh <==
#!/bin/bash
# OpenROAD 26Q1-2900-gdf79404cd8, Yosys 0.63+post, stock flow scripts
make -C /OpenROAD-flow-scripts/flow DESIGN_CONFIG=/design/flow/config.mk WORK_HOME=/design/flow/orfs finish
==> design/flow/config.mk <==
export PLATFORM = sky130hd
export DESIGN_NAME = custom_isa_performance_monitor
export DESIGN_NICKNAME = custom_isa_performance_monitor
export VERILOG_FILES = /design/flow/design.v
export SDC_FILE = /design/flow/constraint.sdc
export NUM_CORES = 4
export LEC_CHECK = 1
export CORE_UTILIZATION = 30
==> design/flow/constraint.sdc <==
current_design custom_isa_performance_monitor

set clk_period 7.7
set clk_io_pct 0.2

create_clock -name clk0 -period $clk_period [get_ports {clk}]

set non_clock_inputs [all_inputs -no_clocks]
set_input_delay [expr $clk_period * $clk_io_pct] -clock clk0 $non_clock_inputs
set_output_delay [expr $clk_period * $clk_io_pct] -clock clk0 [all_outputs]
==> CHANGELOG.md <==
### Implementation results

* Status: finished clean
* Final Cycle Share at 55.81%
* Largest net degree at the start of global routing at 109
* Crit-path slowest cell: clkdlybuf4s50_1
* Final wirelength at 36920 µm
* Drt initial violations at 703
* Critical Path Source Type: input port
* Fp util at 30.51%
* CP most frequent cell: or4_1
* Avg WL per Cell at 15.00 µm
* Clock period minus worst slack at 4.298 ns
* Clk ins delay skew pair at 0.53 ns
* Worst-Margin Slew at 0.7865 ns
* Setup repair bufs after CTS at 0
* Row count at 76
* Endpoints failing setup at 0
* Synth flops at 286
* Final HPWL DP at 25500 µm
* CTS Buffer Depth at 3
* Number of global-route vias before repair at 10990
* Clock sink count at 286
* Synth Instances at 1579
* Critical path type: input port to register
* Worst EP required at 8.17 ns
* Routed Antenna Nets at 0
* Syn-to-layout area delta at 34.75%
* Post-route DRC at 0
* Slew margin rel. at 47.08%
* Crit path DAT at 4.76 ns
* Hold-fix buffers at CTS at 0
* Die W at 211.5 µm
* First-pass GRT wire length at 59040 µm
* Post-synth EDFFs at 0
* Ys cells at 1579
* Cells after DPL at 2403
* Io pins at 294
* Cell type with the largest total area: dfxtp_1
* Critical path peak fanout at 20
* Vias at 12308
* Vias/cell at 4.999
* Tool Warnings at 27
* Top cells by count: dfxtp_1 (286), nor2_1 (214), nand2_1 (110)
* Top-count cell post-synth: dfxtp_1
* Synth cell types at 50
* CTS tree: yes
* Gpl congestion at 0.8824
* Layout Cells excl Fill at 2462
* Mapped cell area at 13170 µm²
* Post-synthesis chip area from yosys at 13170 µm²
* Syn_area_per_cell at 8.342 µm²
* Fmax at 232.7 MHz
* Synth top area cells: dfxtp_1 (43%), xnor2_1 (6.7%), nor2_1 (6.1%)
* Total CTS buffers at 36
* RSZ-0062 raised after global routing: false
* Die height at 211.5 µm
* Slew Limit Fails at 0
* Core area at 43170 µm²
* VDD IR-drop max at 0.1250 mV
* 1st-pass router iterations at 5
* CP Capture Type: register
* Yosys warns at 1
* Antenna violations before repair at 0
* Max-cap viol count at 0
* Post-CTS sizing at 0
* Total global routing overflow at 0
* # port buffers at 291
* Critical Path, Cell by Cell: clkdlybuf4s50_1, nor4_4, or4_1, or3_1, or4_1, a21oi_1
* Class of the tightest hold or removal check: register to register
* Async S/R FF share, synth at 0%
* Antenna diodes at 0
* Final Hold Vio Count at 0
* Max incr delay on CP at 0.97 ns
* GRT Total Usage at 16.49%
* Worst-case clock skew at 0.01865 ns
* Lkg Pwr at 5.500 nW
* Reg clk slew, reported paths at 0.06 ns
* Power Density at 179.0 nW/µm²
* Share of cells above drive strength 1 at 4.475%
* CTS H-tree depth at 2
* Sum Neg Setup Slack at 0 ns
* Top_reg_cell synth: dfxtp_1
* Area leader share at 43.47%
* Die footprint at 44750 µm²
* Synth Seq Share at 43.47%
* Clock root cell: clkbuf_16
final cells by class:
| class | instances | area (µm²) |
|---|---|---|
| timing repair buffer | 310 | 3055 |
| sequential | 286 | 5725 |
| inverter | 38 | 150.1 |
| clock inverter | 12 | 92.59 |
| tap | 585 | 732.0 |
| fill | 4214 | 25420 |
| multi-input combinational | 1184 | 6999 |
| clock buffer | 47 | 993.5 |
worst max-delay path, delay by kind of cell:
kind	cells	cell delay (ns)
simple gates	4	2.10
buf+inv	1	0.97
compound gates	1	0.14
registers in the layout, indices dropped and copies added (netlist names):
name	flops
madd_count	32
total_cycles	64
relu_count	32
total_custom_instructions	32
gemm_count	32
vconv_count	32
custom_instruction_cycles	62
layout by cell type, fill, tap and decap left out, drive strengths merged, types with 8 or more instances in the layout:
master,instances
a21oi,92
and3,32
and4,28
buf,19
clkbuf,47
clkdlybuf4s50,291
clkinv,8
dfxtp,286
ha,10
inv,38
nand2,110
nand3,89
nand4,85
nor2,214
nor3,47
nor4,50
o21ai,68
o31ai,16
or3,72
or4,24
xnor2,101
xor2,86
final timing paths:
| check | slack, ns | cells past startpoint | start | endpoint |
|---|---|---|---|---|
| worst min register to register | 0.48 | 2 | gemm_count[31]$_SDFFE_PN0P_ | gemm_count[31]$_SDFFE_PN0P_ |
| worst max register to register | 4.85 | 6 | total_cycles[0]$_SDFF_PN0_ | total_cycles[46]$_SDFF_PN0_ |
| worst min-delay path | 0.48 | 2 | gemm_count[31]$_SDFFE_PN0P_ | gemm_count[31]$_SDFFE_PN0P_ |
| worst max-delay path | 3.40 | 6 | relu_executed | custom_instruction_cycles[34]$_SDFFE_PN0N_ |
per-stage QoR:
stage | util (%) | hold slack, ns | total power [W] | instance area [µm²] | setup slack [ns]
2_1_floorplan | - | 0.4300 | 0.001587 | 13180 | 4.115
5_1_grt | 41.11 | 0.5087 | 0.003302 | 17750 | 3.211
3_5_place_dp | 38.60 | 0.4741 | 0.001631 | 16660 | 2.859
4_1_cts | 41.11 | 0.4779 | 0.003228 | 17750 | 3.432
6_report | 41.11 | 0.4751 | 0.003178 | 17750 | 3.402
3_3_place_gp | 38.60 | 0.4587 | 0.001629 | 16660 | 2.871
cells by family after synthesis:
logic type	count (synthesis)	share of synthesized area [%]
AND-OR/OR-AND	193	8.084
AND/OR/NAND/NOR	786	31.16
other	1	0.02847
XOR/XNOR	187	12.43
multiplexers	6	0.4560
buffers and inverters	110	3.420
adder cells (fa/ha/maj)	10	0.9499
flip-flops	286	43.47
layer usage:
metal / part of all wire (%) / GRT usage, % / routed length [µm]
met4: 3.0 / 4.473 / 1105
met3: 7.1 / 4.404 / 2635
met1: 46 / 23.89 / 16970
met2: 44 / 24.58 / 16210
met5: 0 / 0 / 0
power breakdown:
part / internal [W] / switching (W) / total [W]
clock: 0.000937 / 0.000644 / 0.00158
sequential: 0.00149 / 0.0000145 / 0.00150
combinational: 0.0000382 / 0.0000543 / 0.0000925
Power figures rest on the tool's default switching activity, not on a simulated workload.
